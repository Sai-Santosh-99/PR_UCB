**design.v**
```verilog
`timescale 1 ns / 1 ps
	module q_basic_v1_0_S_T #
	(
		parameter integer C_S_AXIS_TDATA_WIDTH	= 32
	)
	(
		input wire  S_AXIS_ACLK,
		input wire  S_AXIS_ARESETN,
		output wire  S_AXIS_TREADY,
		input wire [C_S_AXIS_TDATA_WIDTH-1 : 0] S_AXIS_TDATA,
		input wire [(C_S_AXIS_TDATA_WIDTH/8)-1 : 0] S_AXIS_TSTRB,
		input wire  S_AXIS_TLAST,
		input wire  S_AXIS_TVALID
	);
	function integer clogb2 (input integer bit_depth);
	  begin
	    for(clogb2=0; bit_depth>0; clogb2=clogb2+1)
	      bit_depth = bit_depth >> 1;
	  end
	endfunction
	localparam NUMBER_OF_INPUT_WORDS  = 8;
	localparam bit_num  = clogb2(NUMBER_OF_INPUT_WORDS-1);
	parameter [1:0] IDLE = 1'b0,         
	                WRITE_FIFO  = 1'b1;  
	wire  	axis_tready;
	reg mst_exec_state;  
	genvar byte_index;     
	wire fifo_wren;
	reg fifo_full_flag;
	reg [bit_num-1:0] write_pointer;
	  reg writes_done;
	assign S_AXIS_TREADY	= axis_tready;
	always @(posedge S_AXIS_ACLK) 
	begin  
	  if (!S_AXIS_ARESETN) 
	    begin
	      mst_exec_state <= IDLE;
	    end  
	  else
	    case (mst_exec_state)
	      IDLE: 
	          if (S_AXIS_TVALID)
	            begin
	              mst_exec_state <= WRITE_FIFO;
	            end
	          else
	            begin
	              mst_exec_state <= IDLE;
	            end
	      WRITE_FIFO: 
	        if (writes_done)
	          begin
	            mst_exec_state <= IDLE;
	          end
	        else
	          begin
	            mst_exec_state <= WRITE_FIFO;
	          end
	    endcase
	end
	assign axis_tready = ((mst_exec_state == WRITE_FIFO) && (write_pointer <= NUMBER_OF_INPUT_WORDS-1));
	always@(posedge S_AXIS_ACLK)
	begin
	  if(!S_AXIS_ARESETN)
	    begin
	      write_pointer <= 0;
	      writes_done <= 1'b0;
	    end  
	  else
	    if (write_pointer <= NUMBER_OF_INPUT_WORDS-1)
	      begin
	        if (fifo_wren)
	          begin
	            write_pointer <= write_pointer + 1;
	            writes_done <= 1'b0;
	          end
	          if ((write_pointer == NUMBER_OF_INPUT_WORDS-1)|| S_AXIS_TLAST)
	            begin
	              writes_done <= 1'b1;
	            end
	      end  
	end
	assign fifo_wren = S_AXIS_TVALID && axis_tready;
	generate 
	  for(byte_index=0; byte_index<= (C_S_AXIS_TDATA_WIDTH/8-1); byte_index=byte_index+1)
	  begin:FIFO_GEN
	    reg  [(C_S_AXIS_TDATA_WIDTH/4)-1:0] stream_data_fifo [0 : NUMBER_OF_INPUT_WORDS-1];
	    always @( posedge S_AXIS_ACLK )
	    begin
	      if (fifo_wren) 
	        begin
	          stream_data_fifo[write_pointer] <= S_AXIS_TDATA[(byte_index*8+7) -: 8];
	        end  
	    end  
	  end		
	endgenerate
	endmodule
```
**run.sh**
```bash
#!/bin/bash
# OpenROAD 26Q1-2900-gdf79404cd8, Yosys 0.63+post, stock flow scripts
make -C /OpenROAD-flow-scripts/flow DESIGN_CONFIG=/design/flow/config.mk WORK_HOME=/design/flow/orfs finish
```
**config.mk**
```make
export PLATFORM = sky130hd
export DESIGN_NAME = q_basic_v1_0_S_T
export DESIGN_NICKNAME = q_basic_v1_0_S_T
export VERILOG_FILES = /design/flow/design.v
export SDC_FILE = /design/flow/constraint.sdc
export NUM_CORES = 4
export LEC_CHECK = 1
export CORE_AREA = 10 10 70 70
export DIE_AREA = 0 0 80 80
```
**constraint.sdc**
```tcl
current_design q_basic_v1_0_S_T

set clk_period 1.3
set clk_io_pct 0.2

create_clock -name clk0 -period $clk_period [get_ports {S_AXIS_ACLK}]

set non_clock_inputs [all_inputs -no_clocks]
set_input_delay [expr $clk_period * $clk_io_pct] -clock clk0 $non_clock_inputs
set_output_delay [expr $clk_period * $clk_io_pct] -clock clk0 [all_outputs]
```
==> results.txt <==
Update from the flow run.

The flow ran to the end, but the final reports show violations. The final reports fail on setup timing. The reported leakage power is 0.159 nW. The total number of vias is 222. The highest clock rate is 637 MHz. The violation tally recorded at the end of detailed-routing iteration 0 is 15. The final standard cell area without fillers is 439 sq um. The first global-routing pass estimated 924 microns of wire. The primary flip-flop cell chosen by synthesis mapping is sky130_fd_sc_hd__dfxtp_1. The final timing summary puts the cycle share of the worst path at 1.21. The cell depth of the worst hold path is 2. TritonCTS reports the number of clock sinks as 5. Once routing completed, OpenROAD measured the worst setup slack at -269 ps. The tree is rooted in a sky130_fd_sc_hd__clkbuf_4. Counting every instance in the synthesized netlist gives 27. For this run, the number of Yosys warnings is 1. The cell count after placement is 80. The cell area that synthesis handed to floorplanning was 250 sq um.

The number of warnings reported in the stage logs is between 60 and 70. In this run the tightest slew margin relative to its limit is 0.780. The start point of the critical path is write_pointer[1].

According to the floorplan log, the row count is 21. For the pin with the worst max-slew slack, the measured transition is 329 ps. Once placement finished, the instance area stood at a little under 400 sq um. The number of top-level pins is 41. The maximum net fanout on the critical path is 2. The die extent in y is approximately 80 microns. The horizontal extent of the die is approximately 80 microns.

The kind of critical path is reg2out. In this run, synthesis produced a sequential element count of 5. The finished layout holds 85 standard cells, fillers aside. Walking the critical path from launch to capture passes 5 cell instances.

At the worst endpoint, the required time is around 1000 ps. The routed wire length per instance is just under 7 microns. The origin of the critical flop-to-flop path is write_pointer[1]. The post-placement setup slack is -364 ps. The clock buffer count from CTS is 3.

The classification of the worst-slack hold path is reg2reg. The remaining antenna violation count after routing is 0. The final wirelength is 574 microns.

The insertion delay to the later sink of the worst-skew pair is 240 ps. The number of hold violations in the final report is 0. The gate family responsible for the most delay along the worst path is simple AND/OR/NAND/NOR gates. Setup repair after global routing could not meet its margin everywhere. The placer congestion estimate is between 0.7 and 0.8. In this run the critical path is formed by ha_4, ha_4, nand4b_1, and2_1, buf_2. The per-cell via count in the routed design is 2.61. The worst-case reg-to-reg setup slack stands at -60 ps. The count of input and output buffers is 4. The DRC violations left is 0.

The share of Yosys cell area claimed by the top area cell type is 0.400. The post-synthesis to final-layout area growth is 75.5%. The kind of end point of the critical path is a primary output.

The distinct cell type count after synthesis is 12. The number of buffers and inverters on the critical path is 1. The number of failing setup endpoints in the final timing report is 4. In this run the full chip footprint comes out at 0.00640 sq mm. The number of enable flip-flop cells is 0. The final count of pins violating max slew is 0. The path depth of the worst reg2reg path is 6.

The clock transition at the registers of the reported paths is 40 ps. Hold is met by 478 ps. Counting stages on the worst path, the most repeated cell is sky130_fd_sc_hd__ha_4. The global router's overall resource usage is 0.0195.

The worst register-to-register path ends at write_pointer[1]. TritonCTS built the clock tree. The final critical path time including I/O delays and setup is 1570 ps. A synthesized cell averages 9.27 sq um. The number of cells in Yosys stat is 27. The post-synthesis chip area from yosys is 250 sq um.

The floorplan step records an initial core utilization of 0.0733. By area the synthesized netlist is led by sky130_fd_sc_hd__dfxtp_1, sky130_fd_sc_hd__mux2i_1, sky130_fd_sc_hd__ha_1. The final setup skew is 1.52 ps.

The initial antenna violation count is 0. Adding up every negative setup slack in the final design gives -409 ps. The max-capacitance violation count is 0. STA classifies the critical path startpoint as a flop. The share of the core filled with cells in the final layout is 0.129. The number of global-route vias before repair is 223.

Per the STA report, the cell with the highest stage delay on the worst path is sky130_fd_sc_hd__dfxtp_2. The synthesis run shows the most used standard cells to be sky130_fd_sc_hd__nand2_1, sky130_fd_sc_hd__dfxtp_1, sky130_fd_sc_hd__mux2i_1. The pin count of the biggest net entering global routing is 10. After global routing the overflow that remains totals 0. The final total power is 0.400 mW.

The most numerous cell in the Yosys netlist is sky130_fd_sc_hd__nand2_1. The area of the core region is between 0.003 and 0.004 sq mm. Per the CTS log, the maximum H-tree level is 1.

The sequential-to-total area share from yosys stat is 0.400. The number of buffers between clock root and the deepest sink is 2. The iteration count of the initial detailed-routing pass is 2.

The OpenROAD report gives the critical path a data arrival time of 1310 ps. The critical path capture point is S_AXIS_TREADY. The script computed a power per unit cell area of ~910 mW/mm^2. For this run, the script counts the antenna cells in the layout as 0.

Of all cell types, the one taking the most synthesized area is sky130_fd_sc_hd__dfxtp_1. The fraction of final layout cells with drive strength greater than 1 is 0.436. For this run, asynchronously set or reset flops after synthesis account for 0. The worst-case IR drop observed on VDD is 0.164 mV.

The timing report gives the biggest stage delay along the critical path as 330 ps.
power by group:
part,internal [mW],switching (mW),total [mW]
combinational,0.0319,0.0204,0.0522
clock,0.116,0.0637,0.180
sequential,0.163,0.00502,0.168
total,0.311,0.0891,0.400
per-layer routing:
metal	track usage	vias to the layer above	routed length, microns	part of all wire
li1	-	117	-	-
met1	0.0187	98	281	0.49
met2	0.0241	7	184	0.32
met3	0.0273	0	107	0.19
met4	0.00352	0	0	0
met5	0	-	0	0
cells in the final DEF, fill, tap and decap left out:
| cell type | netlist | layout |
|---|---|---|
| sky130_fd_sc_hd__o21ai_2 | 0 | 2 |
| sky130_fd_sc_hd__inv_1 | 1 | 1 |
| sky130_fd_sc_hd__clkbuf_4 | 0 | 3 |
| sky130_fd_sc_hd__and3_4 | 0 | 1 |
| sky130_fd_sc_hd__ha_4 | 0 | 2 |
| sky130_fd_sc_hd__buf_4 | 0 | 6 |
| sky130_fd_sc_hd__and2_1 | 2 | 2 |
| sky130_fd_sc_hd__mux2i_1 | 3 | 3 |
| sky130_fd_sc_hd__clkbuf_1 | 1 | 1 |
| sky130_fd_sc_hd__nand2_1 | 6 | 6 |
| sky130_fd_sc_hd__dfxtp_2 | 0 | 2 |
| sky130_fd_sc_hd__o211ai_1 | 1 | 1 |
| sky130_fd_sc_hd__dfxtp_1 | 5 | 3 |
| sky130_fd_sc_hd__nand4b_1 | 2 | 2 |
| sky130_fd_sc_hd__clkdlybuf4s50_1 | 0 | 3 |
| sky130_fd_sc_hd__buf_2 | 0 | 1 |
worst min-delay path by stage:
stage	start	end	slack, ps
4_1_cts	writes_done	writes_done	470
5_1_grt	writes_done	writes_done	510
6_report	writes_done	writes_done	480
worst reg2reg max path: cells and delay by family, from the launching register on:
family / cells / cell delay, ps
adder cells (fa/ha/maj): 2 / 300
buffers and inverters: 1 / 160
multiplexers: 1 / 110
flip-flops: 1 / 330
AND/OR/NAND/NOR: 2 / 350
sequential cells by signal (all words and copies together) (netlist names):
register	flops
mst_exec_state	1
writes_done	1
write_pointer	3
final cells by class:
cell class	instances	area (sq um)
fill	393	2980
tap	46	57.6
sequential	5	103
timing repair buffer	10	80.1
multi-input combinational	19	169
clock buffer	4	26.3
inverter	1	3.75
cells by family (layout without fill, tap and decap cells):
kind of cell / Yosys count / in the layout / share of synthesized area
compound gates: 3 / 3 / 0.0700
buf+inv: 3 / 15 / 0.0750
mux: 3 / 3 / 0.120
fa+ha+maj: 2 / 2 / 0.100
simple gates: 11 / 11 / 0.235
flops: 5 / 5 / 0.400
what timing repair did:
| item | in CTS | in global routing |
|---|---|---|
| resized | 6 | 1 |
| setup endpoints to repair | 5 | 5 |
| setup buffers | 7 | 0 |
| pin swaps | 5 | 0 |
| hold buffers | 0 | 0 |
Power is estimated from default activity; no workload was simulated.
