==> design.v <==
`timescale 1 ns / 1 ps
	module q_basic_v1_0_S_N #
	(
		parameter integer C_S_AXIS_TDATA_WIDTH	= 32
	)
	(
		input wire  S_AXIS_ACLK,
		input wire  S_AXIS_ARESETN,
		output wire  S_AXIS_TREADY,
		input wire [C_S_AXIS_TDATA_WIDTH-1 : 0] S_AXIS_TDATA,
		input wire [(C_S_AXIS_TDATA_WIDTH/8)-1 : 0] S_AXIS_TSTRB,
		input wire  S_AXIS_TLAST,
		input wire  S_AXIS_TVALID
	);
	function integer clogb2 (input integer bit_depth);
	  begin
	    for(clogb2=0; bit_depth>0; clogb2=clogb2+1)
	      bit_depth = bit_depth >> 1;
	  end
	endfunction
	localparam NUMBER_OF_INPUT_WORDS  = 8;
	localparam bit_num  = clogb2(NUMBER_OF_INPUT_WORDS-1);
	parameter [1:0] IDLE = 1'b0,         
	                WRITE_FIFO  = 1'b1;  
	wire  	axis_tready;
	reg mst_exec_state;  
	genvar byte_index;     
	wire fifo_wren;
	reg fifo_full_flag;
	reg [bit_num-1:0] write_pointer;
	  reg writes_done;
	assign S_AXIS_TREADY	= axis_tready;
	always @(posedge S_AXIS_ACLK) 
	begin  
	  if (!S_AXIS_ARESETN) 
	    begin
	      mst_exec_state <= IDLE;
	    end  
	  else
	    case (mst_exec_state)
	      IDLE: 
	          if (S_AXIS_TVALID)
	            begin
	              mst_exec_state <= WRITE_FIFO;
	            end
	          else
	            begin
	              mst_exec_state <= IDLE;
	            end
	      WRITE_FIFO: 
	        if (writes_done)
	          begin
	            mst_exec_state <= IDLE;
	          end
	        else
	          begin
	            mst_exec_state <= WRITE_FIFO;
	          end
	    endcase
	end
	assign axis_tready = ((mst_exec_state == WRITE_FIFO) && (write_pointer <= NUMBER_OF_INPUT_WORDS-1));
	always@(posedge S_AXIS_ACLK)
	begin
	  if(!S_AXIS_ARESETN)
	    begin
	      write_pointer <= 0;
	      writes_done <= 1'b0;
	    end  
	  else
	    if (write_pointer <= NUMBER_OF_INPUT_WORDS-1)
	      begin
	        if (fifo_wren)
	          begin
	            write_pointer <= write_pointer + 1;
	            writes_done <= 1'b0;
	          end
	          if ((write_pointer == NUMBER_OF_INPUT_WORDS-1)|| S_AXIS_TLAST)
	            begin
	              writes_done <= 1'b1;
	            end
	      end  
	end
	assign fifo_wren = S_AXIS_TVALID && axis_tready;
	generate 
	  for(byte_index=0; byte_index<= (C_S_AXIS_TDATA_WIDTH/8-1); byte_index=byte_index+1)
	  begin:FIFO_GEN
	    reg  [(C_S_AXIS_TDATA_WIDTH/4)-1:0] stream_data_fifo [0 : NUMBER_OF_INPUT_WORDS-1];
	    always @( posedge S_AXIS_ACLK )
	    begin
	      if (fifo_wren) 
	        begin
	          stream_data_fifo[write_pointer] <= S_AXIS_TDATA[(byte_index*8+7) -: 8];
	        end  
	    end  
	  end		
	endgenerate
	endmodule
==> run.sh <==
#!/bin/bash
# OpenROAD 26Q1-2900-gdf79404cd8, Yosys 0.63+post, stock flow scripts
make -C /OpenROAD-flow-scripts/flow DESIGN_CONFIG=/design/flow/config.mk WORK_HOME=/design/flow/orfs finish
==> config.mk <==
export PLATFORM = sky130hd
export DESIGN_NAME = q_basic_v1_0_S_N
export DESIGN_NICKNAME = q_basic_v1_0_S_N
export VERILOG_FILES = /design/flow/design.v
export SDC_FILE = /design/flow/constraint.sdc
export NUM_CORES = 4
export LEC_CHECK = 1
export CORE_AREA = 10 10 70 70
export DIE_AREA = 0 0 80 80
==> constraint.sdc <==
current_design q_basic_v1_0_S_N

set clk_period 1.1
set clk_io_pct 0.2

create_clock -name clk0 -period $clk_period [get_ports {S_AXIS_ACLK}]

set non_clock_inputs [all_inputs -no_clocks]
set_input_delay [expr $clk_period * $clk_io_pct] -clock clk0 $non_clock_inputs
set_output_delay [expr $clk_period * $clk_io_pct] -clock clk0 [all_outputs]
==> flow_summary.toml <==
# implementation run metrics
[die]
die_y_um = 80
ios = 41
core_region_area_um2 = 3420
die_w_um = 80
die_area_um2 = 6400
rows = 21
fp-utilization_pct = 7.33

[global_route]
use_met2_pct = 2.49
grt_pass1_wl_mm = 1.06
met3_usage_pct = 2.61
antenna_found_initial = 0
grt-ovfl-total = 0
grt_most_used_layer = "met3"
grt_pass1_vias = 235
grt_max_degree = 10
grt_usage_pct = 2.20
grt.met1_usage_pct = 2.60

[clock_network]
tritoncts = "done"
clockRootBuffer = "clkbuf_4"
cts.htree.levels = 1
cts.sinks = 5
cts_buffer_depth = 2
cts_buffers = 3
clk_latency_ps = 250
clk_pin_slew_ps = 50

[final_layout]
syn_to_final_growth_pct = 75.5
logic_area_um2 = 169
drive_above_1_share_pct = 43.6
fillCellCount = 396
register_area_um2 = 103

[final_timing]
finalSetupViolCount = 5
clock_skew_ps = 10.1
relSlewSlack_pct = 79.3
hold_viol = 0
max_freq_mhz = 652
finalCritPeriodShare_pct = 139
worstMarginPinSlew_ps = 309
whs_ps = 484
rsz0062_at_grt = "true"
maxSlewViolCount = 0
finalCriticalPeriod_ps = 1530
setup_ws_ps = -434

[synthesis]
ys_types = 12
synth.largest_area_cell = "dfxtp_1"
yosys_area_um2 = 250
synthCells = 27
topCellsByArea = "dfxtp_1 40%, mux2i_1 12%, ha_1 10%, nand2_1 9.0%, nand4b_1 7.0%"
syn-cell-area_um2 = 250
ys_seq_share_pct = 40.0
synth_top_area_share_pct = 40.0
numSynthFlops = 5
yosysWarningCount = 1
yosysCellCount = 27
syn_area_per_cell_um2 = 9.27

[outcome]
status = "complete, but fails checks"
violations = "negative setup slack"

[setup_path]
critPathKind = "flop to primary output"
cp_max_fo = 2
reg2reg_depth = 6
r2r_end = "write_pointer[1]$_SDFFE_PN0P_"
critical_path_arrival_ps = 1310
r2r-start = "write_pointer[0]$_SDFFE_PN0P_"
crit_path_start_kind = "flop"
r2r_slack_ps = -260
required_ps = 880
crit_path_end_kind = "primary output"

[job]
warnings = 64
drv_cap = 0

[routing]
vias = 217
ant_nets = 0
drtIter0Drc = 12
viasPerCell = 2.55
drcViolationCount = 0
antenna-diode-count = 0
drt_first_pass_iters = 4
wire_per_inst_um = 7.31
wl_um = 621

[placed_design]
dp_slack_ps = -499
io_buffers = 4
hpwl_um = 470
place_congestion = 0.776

[pwr]
total_power_uw = 481
p_leak_uw = 0.000159
ir_drop_uv = 187
p_per_area_nw_per_um2 = 1090

[worst_hold_path]
holdPathEnd = "writes_done$_SDFFE_PN0P_"
hold_path_depth = 2
hp-class = "flop to flop"
hp-start = "writes_done$_SDFFE_PN0P_"
==> report_power, final <==
| part | total (uW) | internal (uW) | switching (uW) |
|---|---|---|---|
| clock network | 220 | 138 | 81.9 |
| logic | 62.7 | 37.9 | 24.8 |
| registers | 199 | 192 | 6.42 |
==> critical path, cell delays in order (launching register included) <==
cell and delay [ps]:
dfxtp_2 330, ha_4 160, ha_4 140, nand4b_1 170, and2_1 160, buf_2 110
==> synthesized netlist by cell type <==
cell type	count
and2_1	2
and3_1	1
buf_6	1
clkbuf_1	1
dfxtp_1	5
ha_1	2
inv_1	1
mux2i_1	3
nand2_1	6
nand4b_1	2
o211ai_1	1
o21ai_1	2
==> routing by layer <==
| layer | routed length, um | share of wire (%) |
|---|---|---|
| met1 | 308 | 50 |
| met2 | 205 | 33 |
| met3 | 107 | 17 |
| met4 | 0 | 0 |
| met5 | 0 | 0 |
==> cell families (layout without fill, tap and decap cells) <==
kind of cell	Yosys count	count (layout)	synth area share (%)
AND-OR/OR-AND	3	3	7.00
adder cells (fa/ha/maj)	2	2	10.0
buffers and inverters	3	15	7.50
flip-flops	5	5	40.0
multiplexers	3	3	12.0
AND/OR/NAND/NOR	11	11	23.5
==> how the worst max path moves through the flow <==
stage                                 start            end  slack, ps  cells after the start
global route  write_pointer[0]$_SDFFE_PN0P_  S_AXIS_TREADY       -500                      5
CTS           write_pointer[0]$_SDFFE_PN0P_  S_AXIS_TREADY       -460                      5
finish        write_pointer[0]$_SDFFE_PN0P_  S_AXIS_TREADY       -430                      5
==> per-stage QoR <==
stage	instances	TNS [ps]	cell area, um^2	utilization, %
2_1_floorplan	27	-824	278	-
5_1_grt	85	-1630	439	12.9
3_5_place_dp	80	-1340	398	11.6
4_1_cts	85	-1350	432	12.6
6_report	85	-1310	439	12.9
3_3_place_gp	80	-1280	398	11.6
==> layout make-up <==
type                       instances  area share, %
inverter                           1          0.855
timing repair buffer              10           18.2
tap                               46           13.1
sequential                         5           23.4
clock buffer                       4           5.98
multi-input combinational         19           38.5
==> state kept, by name, summed over array words and instances (netlist names) <==
register	cells
write_pointer	3
writes_done	1
mst_exec_state	1
==> layout by cell type, fill, tap and decap left out, types with 2 or more instances in the layout <==
| cell | n |
|---|---|
| clkdlybuf4s50_1 | 3 |
| dfxtp_1 | 3 |
| and2_1 | 2 |
| dfxtp_2 | 2 |
| nand4b_1 | 2 |
| buf_4 | 6 |
| mux2i_1 | 3 |
| clkbuf_4 | 3 |
| nand2_1 | 6 |
| ha_4 | 2 |
| o21ai_2 | 2 |
==> what timing repair did <==
item,4_1_cts,5_1_grt
setup endpoints to repair,5,5
resized,5,2
gates cloned,0,0
buffers inserted,5,0
pin swaps,5,2
hold buffers,0,0
