==> design.v <==
`timescale 1 ns / 1 ps
	module q_basic_v1_0_S_X #
	(
		parameter integer C_S_AXIS_TDATA_WIDTH	= 32
	)
	(
		input wire  S_AXIS_ACLK,
		input wire  S_AXIS_ARESETN,
		output wire  S_AXIS_TREADY,
		input wire [C_S_AXIS_TDATA_WIDTH-1 : 0] S_AXIS_TDATA,
		input wire [(C_S_AXIS_TDATA_WIDTH/8)-1 : 0] S_AXIS_TSTRB,
		input wire  S_AXIS_TLAST,
		input wire  S_AXIS_TVALID
	);
	function integer clogb2 (input integer bit_depth);
	  begin
	    for(clogb2=0; bit_depth>0; clogb2=clogb2+1)
	      bit_depth = bit_depth >> 1;
	  end
	endfunction
	localparam NUMBER_OF_INPUT_WORDS  = 8;
	localparam bit_num  = clogb2(NUMBER_OF_INPUT_WORDS-1);
	parameter [1:0] IDLE = 1'b0,         
	                WRITE_FIFO  = 1'b1;  
	wire  	axis_tready;
	reg mst_exec_state;  
	genvar byte_index;     
	wire fifo_wren;
	reg fifo_full_flag;
	reg [bit_num-1:0] write_pointer;
	  reg writes_done;
	assign S_AXIS_TREADY	= axis_tready;
	always @(posedge S_AXIS_ACLK) 
	begin  
	  if (!S_AXIS_ARESETN) 
	    begin
	      mst_exec_state <= IDLE;
	    end  
	  else
	    case (mst_exec_state)
	      IDLE: 
	          if (S_AXIS_TVALID)
	            begin
	              mst_exec_state <= WRITE_FIFO;
	            end
	          else
	            begin
	              mst_exec_state <= IDLE;
	            end
	      WRITE_FIFO: 
	        if (writes_done)
	          begin
	            mst_exec_state <= IDLE;
	          end
	        else
	          begin
	            mst_exec_state <= WRITE_FIFO;
	          end
	    endcase
	end
	assign axis_tready = ((mst_exec_state == WRITE_FIFO) && (write_pointer <= NUMBER_OF_INPUT_WORDS-1));
	always@(posedge S_AXIS_ACLK)
	begin
	  if(!S_AXIS_ARESETN)
	    begin
	      write_pointer <= 0;
	      writes_done <= 1'b0;
	    end  
	  else
	    if (write_pointer <= NUMBER_OF_INPUT_WORDS-1)
	      begin
	        if (fifo_wren)
	          begin
	            write_pointer <= write_pointer + 1;
	            writes_done <= 1'b0;
	          end
	          if ((write_pointer == NUMBER_OF_INPUT_WORDS-1)|| S_AXIS_TLAST)
	            begin
	              writes_done <= 1'b1;
	            end
	      end  
	end
	assign fifo_wren = S_AXIS_TVALID && axis_tready;
	generate 
	  for(byte_index=0; byte_index<= (C_S_AXIS_TDATA_WIDTH/8-1); byte_index=byte_index+1)
	  begin:FIFO_GEN
	    reg  [(C_S_AXIS_TDATA_WIDTH/4)-1:0] stream_data_fifo [0 : NUMBER_OF_INPUT_WORDS-1];
	    always @( posedge S_AXIS_ACLK )
	    begin
	      if (fifo_wren) 
	        begin
	          stream_data_fifo[write_pointer] <= S_AXIS_TDATA[(byte_index*8+7) -: 8];
	        end  
	    end  
	  end		
	endgenerate
	endmodule
==> run.sh <==
#!/bin/bash
# OpenROAD 26Q1-2900-gdf79404cd8, Yosys 0.63+post, stock flow scripts
make -C /OpenROAD-flow-scripts/flow DESIGN_CONFIG=/design/flow/config.mk WORK_HOME=/design/flow/orfs finish
==> config.mk <==
export PLATFORM = sky130hd
export DESIGN_NAME = q_basic_v1_0_S_X
export DESIGN_NICKNAME = q_basic_v1_0_S_X
export VERILOG_FILES = /design/flow/design.v
export SDC_FILE = /design/flow/constraint.sdc
export NUM_CORES = 4
export LEC_CHECK = 1
export CORE_AREA = 10 10 70 70
export DIE_AREA = 0 0 80 80
==> constraint.sdc <==
current_design q_basic_v1_0_S_X

set clk_period 1.8
set clk_io_pct 0.2

create_clock -name clk0 -period $clk_period [get_ports {S_AXIS_ACLK}]

set non_clock_inputs [all_inputs -no_clocks]
set_input_delay [expr $clk_period * $clk_io_pct] -clock clk0 $non_clock_inputs
set_output_delay [expr $clk_period * $clk_io_pct] -clock clk0 [all_outputs]
==> Changelog: implementation <==
### Physical design

* Worst supply voltage drop on vdd at 0.341 mV
* FP Rows at 21
* Worst hold path class: reg2reg
* Leakage dissipation at 0.000146 uW
* Routed wire length at 665 um
* I/O pin count at about 41
* Number of levels in the clock H-tree at 1
* Total power after layout at 287 uW
* Total Routing Usage GR at 0.0209
* Worst skew pair latency at about 0.25 ns
* CTS hold repair buffers at 0
* Final critical-path required period at 1.74 ns
* Synthesized netlist cell count at 27
* Layout cell share with drive strength beyond 1 at 0.324
* Die Wd at 80 um
* Clock-pin slew of the registers on the worst-case setup and hold paths at 0.05 ns
* Clock tree from TritonCTS: built
* Area of the core at 3420 um^2
* Initial antenna violation count at 0
* Placed cell count at 77
* Largest net degree at the start of global routing at 10
* Result of the run: finished, final reports clean
* Synthesis warning total at 1
* First-pass GRT wire length at roughly 1100 um
* Die height at 80 um
* Slew headroom at 0.807
* Synth area leader: sky130_fd_sc_hd__dfxtp_1
* Number of max-slew violations in the final report at 0
* IO buf count at 4
* Non-filler instance count after layout at just over 80
* Fillers at 407
* Clock Root Buffer: sky130_fd_sc_hd__clkbuf_4
* Sequential share of the synthesized area at 0.400
* Pre-Repair DR Iteration Count at 4
* Inserted Clock Buffers at 3
* CTS max path bufs at 2
* Vias in the first global route at about 230
* Synthesized area at 250 um^2
* Leading cell types by total area after synthesis: sky130_fd_sc_hd__dfxtp_1, sky130_fd_sc_hd__mux2i_1, sky130_fd_sc_hd__ha_1
* Kind of start point of the critical path: register
* Area of the die at between 6000 and 7000 um^2
* Pwr dens at 697 nW/um^2
* Count of unique library cells instantiated by Yosys at 12
* Sequential cell area at 103 um^2
* Clock Sinks at 5
* Final setup violation count at 0
* Total tool warning count at 61
* Critical path endpoint category: output port
* Fin crit share at 0.968
* Number of max-capacitance violations reported at 0
* Critical path fanouts, max at 2
* DRC errors left at 0
* Vias per std cell at 2.76
* Data required time at the worst endpoint at 1.44 ns
* Fraction of synthesized cell area taken by the top area cell type at 0.400
* Count of instantiated cells in the yosys netlist at 27
* Initial DRC Count at 3
* Clock Skews at 0.00568 ns
* GRT Residual Overflow at 0
* Signed area change from the synthesized netlist to the final layout at 64.5%
* Detail-routed net length per standard cell at between 8 and 9 um
* F_max at 574 MHz
* Placer congestion estimate at ~0.72
* Via total after detailed routing at 229
* Worst path arrival time at 1.38 ns
* Antenna violation net count after detailed routing at 0
* Comb. cell area at around 160 um^2
* Synthesized registers at 5
* Count of inserted antenna diode cells at 0
* Synth Area per Inst at 9.27 um^2
* Fin. Hold Viols at 0
* Slew @ Worst Pin at 0.288 ns
* Fp_density at 0.0733
* Chip area line of the yosys report at 250 um^2
* WS Path Type: reg2out
[sequential cells by signal, indices dropped and copies added, names as in the netlist]
register,flops
write_pointer,3
mst_exec_state,1
writes_done,1
[placed cells by master, fill, tap and decap left out, types with 2 or more instances in the layout]
cell / count
sky130_fd_sc_hd__mux2i_1: 3
sky130_fd_sc_hd__ha_4: 2
sky130_fd_sc_hd__dfxtp_2: 2
sky130_fd_sc_hd__nand2_1: 6
sky130_fd_sc_hd__o21ai_1: 2
sky130_fd_sc_hd__dfxtp_1: 3
sky130_fd_sc_hd__buf_4: 4
sky130_fd_sc_hd__nand4b_1: 2
sky130_fd_sc_hd__clkdlybuf4s50_1: 3
sky130_fd_sc_hd__clkbuf_4: 3
sky130_fd_sc_hd__and2_1: 2
[power by group]
group / switching [uW] / internal, uW / leakage, uW / total, uW
clock: 50.0 / 84.1 / 0.0000150 / 134
sequential: 5.18 / 118 / 0.0000420 / 123
combinational: 12.4 / 17.9 / 0.0000892 / 30.3
[cell usage after synthesis]
library cell,n
sky130_fd_sc_hd__buf_6,1
sky130_fd_sc_hd__nand4b_1,2
sky130_fd_sc_hd__o21ai_1,2
sky130_fd_sc_hd__ha_1,2
sky130_fd_sc_hd__and3_1,1
sky130_fd_sc_hd__and2_1,2
sky130_fd_sc_hd__mux2i_1,3
sky130_fd_sc_hd__o211ai_1,1
sky130_fd_sc_hd__inv_1,1
sky130_fd_sc_hd__clkbuf_1,1
sky130_fd_sc_hd__dfxtp_1,5
sky130_fd_sc_hd__nand2_1,6
[final timing paths]
path,from,end,slack (ns),depth (start not counted)
hold / removal,writes_done,writes_done,0.47,2
setup reg to reg,write_pointer[0],write_pointer[1],0.18,7
setup / recovery,write_pointer[0],S_AXIS_TREADY,0.06,5
hold reg to reg,writes_done,writes_done,0.47,2
[cell families after synthesis]
kind of cell,synth area share
DFF,0.400
and+or+nand+nor,0.235
AOI/OAI and AO/OA,0.0700
adders and majority gates,0.100
muxes,0.120
buffers and inverters,0.0750
[per-layer routing]
layer | share of wire | vias up | wire [um] | GRT usage
met1 | 0.53 | 109 | 354 | 0.0282
met4 | 0 | 0 | 0 | 0.00528
met3 | 0.084 | 0 | 56 | 0.0148
li1 | - | 111 | - | -
met2 | 0.38 | 9 | 254 | 0.0257
met5 | 0 | - | 0 | 0
[layout make-up]
| class | instances | area share |
|---|---|---|
| multi-input combinational | 19 | 0.380 |
| tap | 46 | 0.140 |
| clock buffer | 4 | 0.0638 |
| timing repair buffer | 8 | 0.158 |
| sequential | 5 | 0.249 |
| inverter | 1 | 0.00912 |
[what timing repair did]
action | in CTS | in global routing
pin swaps | 1 | 1
setup endpoints to repair | 1 | 1
setup buffers | 1 | 1
gates resized | 6 | 3
[per-stage QoR]
| stage | setup WS, ns | instance area, um^2 | hold slack (ns) | setup TNS (ns) | util |
|---|---|---|---|---|---|
| floorplan | 0.406 | 250 | 0.428 | 0 | - |
| global placement | -0.0533 | 348 | 0.441 | -0.0533 | 0.102 |
| detailed placement | -0.0789 | 348 | 0.456 | -0.0789 | 0.102 |
| CTS | 0.0516 | 383 | 0.464 | 0 | 0.112 |
| global route | -0.0134 | 412 | 0.503 | -0.0134 | 0.121 |
| finish | 0.0571 | 412 | 0.469 | 0 | 0.121 |
[critical path, stage by stage, from the launching register on]
cell,delay [ns]
sky130_fd_sc_hd__dfxtp_2,0.33
sky130_fd_sc_hd__ha_4,0.16
sky130_fd_sc_hd__ha_4,0.15
sky130_fd_sc_hd__nand4b_1,0.20
sky130_fd_sc_hd__and2_1,0.18
sky130_fd_sc_hd__buf_2,0.11
No activity file was given, so power comes from the tool's default toggle rates.
